===== design.v =====
module fetch (clock, pc_out, rw, stall, address, access_size, i_mem_enable, pc_effective, do_branch);
input wire clock;
input wire stall;
input wire [31:0] pc_effective;
input wire do_branch;
output reg [31:0] pc_out;
output reg rw;
output reg [31:0] address;
output reg [1:0] access_size;
output reg i_mem_enable;
reg [31:0] pc;
parameter base_addr = 32'h80020000;
parameter word_size = 2'b00;     
always @(stall, pc)
begin
    case(stall)
        1'b0: i_mem_enable <= 1;
        1'b1: i_mem_enable <= 0;
    endcase
    access_size <= word_size;
    rw <= 1;
    address <= pc;
end
always @(posedge clock)
begin
    case(stall)
        1'b0: begin
            case(do_branch)
                1'b0: begin
                    pc <= pc + 32'h4;
                    pc_out <= pc;
                end
                1'b1: begin
                    pc <= pc_effective;
                    pc_out <= 32'h0;
                end
                default: begin
                    pc <= pc + 32'h4;
                    pc_out <= pc;
                end
            endcase
        end
        1'b1: begin
            case(do_branch)
                1'b0: begin
                    pc <= pc;
                    pc_out <= pc;
                end
                1'b1: begin 
                    pc <= pc_effective;
                    pc_out <= 32'h0;
                end
            endcase
        end
    endcase
end
endmodule

===== run.sh =====
#!/bin/bash
# OpenROAD 26Q1-2900-gdf79404cd8, Yosys 0.63+post, stock flow scripts
make -C /OpenROAD-flow-scripts/flow DESIGN_CONFIG=/design/flow/config.mk WORK_HOME=/design/flow/orfs finish

===== config.mk =====
export PLATFORM = sky130hd
export DESIGN_NAME = fetch
export DESIGN_NICKNAME = fetch
export VERILOG_FILES = /design/flow/design.v
export SDC_FILE = /design/flow/constraint.sdc
export NUM_CORES = 4
export LEC_CHECK = 1
export CORE_UTILIZATION = 30

===== constraint.sdc =====
current_design fetch

set clk_period 5.4
set clk_io_pct 0.2

create_clock -name clk0 -period $clk_period [get_ports {clock}]

set non_clock_inputs [all_inputs -no_clocks]
set_input_delay [expr $clk_period * $clk_io_pct] -clock clk0 $non_clock_inputs
set_output_delay [expr $clk_period * $clk_io_pct] -clock clk0 [all_outputs]

==> results.json <==
{
  "cts_tree": "yes",
  "wl_per_cell_um": 13.5,
  "end_kind": "output port",
  "core_sq_mm": 0.00889,
  "critPathKind": "primary input to output port",
  "placedCellCount": 464,
  "cpPeakStageDelay_ns": 0.48,
  "drt_iter0_drc": 90,
  "crit_family": "buffers and inverters",
  "fmaxAchievable_ghz": 0.316,
  "path_buffers": 3,
  "timing.slew.headroom": 0.648,
  "drc": 0,
  "vias": 2280,
  "fin_setup_tns_ns": 0,
  "ys_seq_elements": 64,
  "warnings": 25,
  "dieArea_sq_mm": 0.00976,
  "ios": 103,
  "ys_cells": 273,
  "diodes": 0,
  "power.share.clock": 0.337,
  "drive_gt1_frac": 0.0618,
  "ys_warn_count": 1,
  "cpMostUsedCell": "clkdlybuf4s50_1",
  "r2r_end": "pc[26]$_DFFE_PP_",
  "r2r_start": "pc[4]$_DFFE_PP_",
  "endpoint": "i_mem_enable",
  "hpwl_um": 4490,
  "p_int_mw": 0.877,
  "hold_viol": 0,
  "slew_viol_final": 0,
  "grt-ovfl-total": 0,
  "maxCapViolations": 0,
  "routed_wl_um": 6480,
  "r2r_slack_ns": 2.99,
  "vias_per_cell": 4.75,
  "antenna_found_initial": 0,
  "cts_max_path_buffers": 2,
  "pwr-share-comb": 0.144,
  "p_seq_frac": 0.519,
  "skew_ns": 0.00831,
  "avgSynthCellArea_sq_um": 10.3,
  "netlist_area_sq_mm": 0.00281,
  "layout_top_cell": "clkdlybuf4s50_1",
  "hp-class": "flip-flop to flip-flop",
  "syn_inst": 273,
  "insertion_delay_ns": 0.34,
  "finalSetupViolations": 0,
  "final_cell_mix": "clkdlybuf4s50_1, edfxtp_1, dfxtp_1, nor2b_1, nand2_1",
  "htree_levels": 3,
  "tightest_slew_ns": 0.526,
  "yosysTopAreaCellShare": 0.342,
  "dr.pass1.iters": 4,
  "clk_pin_slew_worst_paths_ns": 0.07,
  "cp_data_required_time_ns": 4.32,
  "rr_worst_depth": 4,
  "synth_area_leader_cell": "edfxtp_1",
  "period_needed_ns": 3.16,
  "grt_pass1_vias": 2055,
  "initial_utilization": 0.316,
  "port_buffers": 99,
  "rsz0062_at_grt": "no",
  "ctsResizeCount": 0,
  "yosysUniqueCellTypes": 31,
  "sw_frac_of_total": 0.234,
  "critPathArrivalTime_ns": 2.08,
  "p_sw_mw": 0.267,
  "ys_area_sq_mm": 0.00281,
  "ant_nets": 0,
  "grtUsageTotal": 0.139,
  "cp-startpoint": "stall",
  "grt_max_degree": 38,
  "cts_sinks": 64,
  "cts_hold_buf": 0,
  "synth_seq_share": 0.570,
  "cts_root_buffer": "clkbuf_8",
  "cts_setup_buffers": 0,
  "rows": 34,
  "max-vdd-ir-drop_mv": 0.112,
  "area_growth_pct": 44.2,
  "cts_made_buffers": 9,
  "cp.depth": 3,
  "die-height_um": 98.8,
  "die_w_um": 98.8,
  "cp_max_fo": 4,
  "cp-start-kind": "primary input",
  "slowest_stage": "clkdlybuf4s50_1",
  "routabilityCongestion": 0.775,
  "top_cells_by_area": "edfxtp_1, dfxtp_1, nor2b_1",
  "path_cells": "clkdlybuf4s50_1 > inv_1 > clkdlybuf4s50_1",
  "p_leak_nw": 1.45,
  "grt_pass1_wl_um": 10400,
  "power_density_mw_per_mm2": 282,
  "status": "completed",
  "post_layout_nonfiller_instances": 480,
  "finalClockPeriodUsage": 0.585
}
==> synth_stat cells <==
cell type,n
a31oi_1,15
and2_1,3
and3_1,4
and4_1,6
buf_2,2
buf_4,5
buf_6,1
clkbuf_1,12
conb_1,2
dfxtp_1,32
edfxtp_1,32
ha_1,1
inv_1,4
nand2_1,27
nand2_2,1
nand2b_1,2
nand3_1,9
nand3_2,1
nand4_1,8
nor2_1,20
nor2b_1,29
nor3_1,1
o211ai_1,1
o21ai_0,7
o21ai_1,8
o31ai_1,12
or2_2,1
or3_1,2
or4_1,13
xnor2_1,6
xor2_1,6
==> power by group through the flow <==
stage	Clock (mW)	Combinational, mW	Sequential (mW)
4_1_cts	0.400	0.168	0.594
6_report	0.386	0.165	0.593
5_1_grt	0.417	0.184	0.600
==> stage by stage <==
stage	cell area, sq um	power, mW	util	setup WS [ns]	hold slack, ns
after floorplan	2820	0.649	-	2.86	0.429
after global placement	3860	0.771	0.434	2.24	0.481
after detailed placement	3860	0.772	0.434	2.24	0.486
after CTS	4050	1.16	0.456	2.24	0.508
after global routing	4050	1.20	0.456	2.19	0.521
final	4050	1.14	0.456	2.24	0.491
==> routing by layer <==
layer,vias up,part of all wire,GRT usage
met5,-,0,0
met4,0,0.018,0.0230
met3,10,0.067,0.0390
met2,74,0.46,0.211
met1,1034,0.45,0.210
li1,1162,-,-
==> flip-flops by register name, indices dropped and copies added, names as in the netlist <==
name,cells
pc_out,32
pc,32
==> worst min-delay path by stage <==
stage / startpoint / endpoint / slack, ns / depth (start not counted)
6_report: pc[1]$_DFFE_PP_ / pc_out[1]$_SDFF_PP0_ / 0.49 / 1
5_1_grt: pc[1]$_DFFE_PP_ / pc_out[1]$_SDFF_PP0_ / 0.52 / 1
4_1_cts: pc[1]$_DFFE_PP_ / pc_out[1]$_SDFF_PP0_ / 0.51 / 1
==> worst reg2reg max path, cell delays in order (launching register included) <==
cell	delay (ns)
edfxtp_1	0.48
and4_1	0.53
nand2_1	0.45
or4_1	0.62
a31oi_1	0.18
==> final cells by class <==
cell class | count | area, sq um
Sequential cell | 64 | 1600
Clock inverter | 5 | 28.8
Multi-Input combinational cell | 186 | 1100
Tap cell | 108 | 135
Timing Repair Buffer | 102 | 1010
Fill cell | 825 | 4840
Inverter | 4 | 15.0
Clock buffer | 11 | 163
==> cell families after synthesis <==
group	share of synthesized area
AOI/OAI and AO/OA	0.0948
other	0.00267
DFF	0.570
adders and majority gates	0.00445
and+or+nand+nor	0.249
buffers and inverters	0.0423
xor gates and xnor gates	0.0374
Power and IR drop assume default switching activity.
