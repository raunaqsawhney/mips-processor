==> /design/flow/design.v <==
module execute (clock, pc, rA, rB, insn, aluOut, rBOut, br, jp, aluinb, aluop, dmwe, rwe, rdst, rwd, dm_byte, dm_half, pc_effective, do_branch, mx_bypass, do_mx_bypass_a, wx_bypass, do_wx_bypass_a, mx_bypass_b, do_mx_bypass_b, wx_bypass_b, do_wx_bypass_b);
parameter ADD_OP        = 6'b000000;
parameter SUB_OP        = 6'b000001;
parameter MULT_OP       = 6'b000010;
parameter DIV_OP        = 6'b000011;
parameter MFHI_OP       = 6'b000100;
parameter MFLO_OP       = 6'b000101;
parameter SLT_OP        = 6'b000110;
parameter SLL_OP        = 6'b000111;
parameter SLLV_OP       = 6'b001000;
parameter SRL_OP        = 6'b001001;
parameter SRLV_OP       = 6'b001010;
parameter SRA_OP        = 6'b001011;
parameter SRAV_OP       = 6'b001100;
parameter AND_OP        = 6'b001101;
parameter OR_OP         = 6'b001110;
parameter XOR_OP        = 6'b001111;
parameter NOR_OP        = 6'b010000;
parameter JALR_OP       = 6'b010001;
parameter JR_OP         = 6'b010010;
parameter LW_OP         = 6'b010011;
parameter SW_OP         = 6'b010100;
parameter LB_OP         = 6'b010101;
parameter LUI_OP        = 6'b010110;
parameter SB_OP         = 6'b010111;
parameter LBU_OP        = 6'b011000;
parameter BEQ_OP        = 6'b011001;
parameter BNE_OP        = 6'b011010;
parameter BGTZ_OP       = 6'b011011;
parameter BLEZ_OP       = 6'b011100;
parameter BLTZ_OP       = 6'b011101;
parameter BGEZ_OP       = 6'b011110;
parameter J_OP          = 6'b011111;
parameter JAL_OP        = 6'b100000;
parameter NOP_OP        = 6'b100001;
parameter MUL_PSEUDO_OP = 6'b100010;
parameter LH_OP         = 6'b100011;
parameter SH_OP         = 6'b100100;
parameter LHU_OP        = 6'b100101;
input wire clock;
input wire [31:0] pc;
input wire [31:0] insn;
input wire [31:0] rA;
input wire [31:0] rB;
input wire [31:0] mx_bypass;
input wire do_mx_bypass_a;
input wire [31:0] wx_bypass;
input wire do_wx_bypass_a;
input wire [31:0] mx_bypass_b;
input wire do_mx_bypass_b;
input wire [31:0] wx_bypass_b;
input wire do_wx_bypass_b;
input wire br;
input wire jp;
input wire aluinb;
input wire [5:0] aluop;
input wire dmwe;
input wire rwe;
input wire rdst;
input wire rwd;
input wire dm_byte;
input wire dm_half;
output reg [31:0] aluOut;
output wire [31:0] rBOut;
output [31:0] pc_effective;
output do_branch;
reg branch_output;
reg [31:0] branch_effective_address;
reg [31:0] jump_effective_address;
reg [31:0] hi;
reg [31:0] lo;
reg [31:0] rA_REG, rB_REG;
reg [63:0] temp;
wire [25:0] imm;
assign rBOut = rB_REG;
assign pc_effective = (jp) ? jump_effective_address : (br ? branch_effective_address : 32'hx);
assign do_branch = (branch_output && br) | jp;
assign imm = insn[25:0];
always @ (posedge clock)
begin
    case(aluop)
        DIV_OP: begin
            hi <= temp[63:32];
            lo <= temp[31:0];
        end
        MULT_OP: begin
            hi <= temp[63:32];
            lo <= temp[31:0];
        end
        default: begin
            hi <= hi;
            lo <= lo;
        end
    endcase
end
always @(insn, aluop, aluinb, rA, rB, do_mx_bypass_a, do_wx_bypass_a, mx_bypass, wx_bypass, do_mx_bypass_b, do_wx_bypass_b, mx_bypass_b, wx_bypass_b)
begin : EXECUTE
    if (do_mx_bypass_a == 1) begin
        rA_REG = mx_bypass;
    end
    if (do_wx_bypass_a == 1) begin
        rA_REG = wx_bypass;
    end 
    if (do_mx_bypass_a !== 1 & do_wx_bypass_a !== 1)begin
        rA_REG = rA;
    end
    if (do_mx_bypass_b == 1) begin
        rB_REG = mx_bypass_b;
    end
    if (do_wx_bypass_b == 1) begin
        rB_REG = wx_bypass_b;
    end
    if (do_mx_bypass_b !== 1 & do_wx_bypass_b !== 1) begin
        rB_REG = rB;
    end
    case (aluop)
        ADD_OP: begin
            case (aluinb)
                1'b0: aluOut = rA_REG + rB_REG;
                1'b1: aluOut = rA_REG + { { 16{ imm[15] } }, imm[15:0] };
            endcase
        end
        SUB_OP: begin
            case (aluinb)
                1'b0: aluOut = rA_REG - rB_REG;
                1'b1: aluOut = rA_REG - { { 16{ imm[15] } }, imm[15:0] };
            endcase
        end
        MUL_PSEUDO_OP: begin
            temp = rA_REG * rB_REG;
            aluOut = temp[31:0];
        end
        MULT_OP: begin
            temp = rA_REG * rB_REG;
        end
        DIV_OP: begin
            temp[31:0] = rA_REG / rB_REG;
            temp[63:32] = rA_REG % rB_REG;
        end
        MFHI_OP: begin
            aluOut = hi;
        end
        MFLO_OP: begin
            aluOut = lo;
        end
        SLT_OP: begin
            case (aluinb)
                1'b0: aluOut = (rA_REG < rB_REG) ? 32'h1 : 32'h0;
                1'b1: aluOut = (rA_REG < { { 16{ imm[15] } }, imm[15:0] }) ? 32'h1 : 32'h0;
            endcase
        end
        SLL_OP: begin
            aluOut = rB_REG << insn[10:6];
        end
        SLLV_OP: begin
            aluOut = rB_REG << rA_REG;
        end
        SRL_OP: begin
            aluOut = rB_REG >> insn[10:6];
        end
        SRLV_OP: begin
            aluOut = rB_REG >> rA_REG;
        end
        SRA_OP: begin   
            aluOut = rB_REG >>> insn[10:6];
        end
        SRAV_OP: begin  
            aluOut = rB_REG >>> rA_REG;
        end
        AND_OP: begin
            case (aluinb)
                1'b0: aluOut = rA_REG & rB_REG;
                1'b1: aluOut = rA_REG & { { 16{ 1'b0 } }, imm[15:0] };
            endcase
        end
        OR_OP: begin
            case (aluinb)
                1'b0: aluOut = rA_REG | rB_REG;
                1'b1: aluOut = rA_REG | { { 16{ 1'b0 } }, imm[15:0] };
            endcase
        end
        XOR_OP: begin
            case (aluinb)
                1'b0: aluOut = rA_REG ^ rB_REG;
                1'b1: aluOut = rA_REG ^ { { 16{ 1'b0 } }, imm[15:0] };
            endcase
        end
        NOR_OP: begin
            aluOut = ~(rA_REG | rB_REG);
        end
        J_OP: begin
            jump_effective_address = {pc[31:28], imm[25:0], 2'b00};
        end
        JAL_OP: begin
            jump_effective_address = {pc[31:28], imm[25:0], 2'b00};
            aluOut = pc + 32'h8;
        end
        JALR_OP: begin
            jump_effective_address = rA_REG;
            aluOut = pc + 32'h8;
        end
        JR_OP: begin
            jump_effective_address = rA_REG;
        end
        LW_OP: begin
            aluOut = rA_REG + { { 16{ imm[15] } }, imm[15:0] };
        end
        LH_OP: begin
            aluOut = rA_REG + { { 16{ imm[15] } }, imm[15:0] };
        end
        LB_OP: begin
            aluOut = rA_REG + { { 16{ imm[15] } }, imm[15:0] };
        end
        LUI_OP: begin
            aluOut = imm[15:0] << 16;
        end
        SW_OP: begin
            aluOut = rA_REG + { { 16{ imm[15] } }, imm[15:0] };
        end
        SH_OP: begin
            aluOut = rA_REG + { { 16{ imm[15] } }, imm[15:0] };
        end
        SB_OP: begin
            aluOut = rA_REG + { { 16{ imm[15] } }, imm[15:0] };
        end
        LBU_OP: begin
            aluOut = rA_REG + { { 16{ imm[15] } }, imm[15:0] };
        end
        BEQ_OP: begin
            if (rA_REG == rB_REG) begin
                branch_effective_address = pc + {{14{imm[15]}}, imm[15:0], 2'b00} + 32'h4;
                branch_output = 1;              
            end else begin
                branch_output = 0;
            end
        end
        BNE_OP: begin
            if (rA_REG != rB_REG) begin
                branch_effective_address = pc + {{14{imm[15]}}, imm[15:0], 2'b00} + 32'h4;
                branch_output = 1;
            end else begin
                branch_output = 0;
            end
        end
        BGTZ_OP: begin
            if (rA_REG > 32'h0) begin
                branch_effective_address = pc + {{14{imm[15]}}, imm[15:0], 2'b00} + 32'h4;
                branch_output = 1;
            end else begin
                branch_output = 0;
            end
        end
        BLEZ_OP: begin
            if (rA_REG <= 32'h0) begin
                branch_effective_address = pc + {{14{imm[15]}}, imm[15:0], 2'b00} + 32'h4;
                branch_output = 1;
            end else begin
                branch_output = 0;
            end
        end
        BLTZ_OP: begin
            if (rA_REG < 32'h0) begin
                branch_effective_address = pc + {{14{imm[15]}}, imm[15:0], 2'b00} + 32'h4;
                branch_output = 1;
            end else begin
                branch_output = 0;
            end
        end
        BGEZ_OP: begin
            if (rA_REG >= 32'h0) begin
                branch_effective_address = pc + {{14{imm[15]}}, imm[15:0], 2'b00} + 32'h4;
                branch_output = 1;
            end else begin
                branch_output = 0;
            end
        end
    endcase
end
endmodule
==> /design/flow/run.sh <==
#!/bin/bash
# OpenROAD 26Q1-2900-gdf79404cd8, Yosys 0.63+post, stock flow scripts
make -C /OpenROAD-flow-scripts/flow DESIGN_CONFIG=/design/flow/config.mk WORK_HOME=/design/flow/orfs finish
==> /design/flow/config.mk <==
export PLATFORM = sky130hd
export DESIGN_NAME = execute
export DESIGN_NICKNAME = execute
export VERILOG_FILES = /design/flow/design.v
export SDC_FILE = /design/flow/constraint.sdc
export NUM_CORES = 4
export LEC_CHECK = 1
export CORE_UTILIZATION = 50
==> /design/flow/constraint.sdc <==
current_design execute

set clk_period 6.5
set clk_io_pct 0.2

create_clock -name clk0 -period $clk_period [get_ports {clock}]

set non_clock_inputs [all_inputs -no_clocks]
set_input_delay [expr $clk_period * $clk_io_pct] -clock clk0 $non_clock_inputs
set_output_delay [expr $clk_period * $clk_io_pct] -clock clk0 [all_outputs]
==> impl_metrics.yaml <==
# synthesis and place-and-route metrics
placed_design:
  place_hpwl_um: 342000
  port-buffer-count: 360
  gp_congestion: 1.17
  pre_cts_ws_ns: 1.61
  dp.cells: 13865
synth:
  synthFlopType: "dlxtn_1"
  yosys.cell_count.top_type: "nand2_1"
  synth.cell_area_um2: 86000
  top_cells_by_area: "fa_1 (21%), ha_1 (15%), nand2_1 (7.2%)"
  synth-seq-cells: 225
  synth_top_cell_by_area: "fa_1"
  yosys_warnings: 129
  yosys_area_um2: 86000
  edf_count: 64
  synth.avg_cell_area_um2: 7.42
  synth.distinct_cells: 105
  top_cells_by_count: "nand2_1 (1656), inv_1 (1230), nor2_1 (1114)"
  syn_inst: 11598
  yosysCellCount: 11598
  top_area_share_pct: 21.0
  synthArstFlopShare_pct: 0
sta:
  layout_setup_ws_ns: 1.60
  slew_headroom_pct: 18.6
  fin_crit_sh_pct: 75.4
  unclocked_regs: 161
  fmax_mhz: 204
  fin_crit_ns: 4.90
  worstMarginPinSlew_ns: 1.21
  hold_viol: 0
  setup-tns-final_ns: 0
  setup_viol: 0
  rsz0062_at_grt: "false"
  untimed_endpoints: 257
  slew_violations: 0
detailed_routing:
  firstDrtPassIters: 11
  vias: 91878
  drtIter0Drc: 9958
  drt-wirelength-per-cell_um: 31.4
  drc: 0
  finalWirelength_um: 438000
  ant_nets: 0
  avgViaCountPerCell: 6.60
run_status:
  status: "complete, no violations"
worst_setup_path:
  worstPathArrival_ns: 3.60
  worst-path-max-fanout: 17
  cp.required_ns: 5.20
  endpoint_kind: "output port"
  worstSetupPathType: "in2out"
  start_kind: "input pin"
floorplanning:
  die_w_um: 417
  core_um2: 170000
  dieHeight_um: 417
  core_util_floorplan_pct: 50.6
  die_area_um2: 174000
  top_level_ports: 373
  rows: 151
final_layout:
  final_cells: 13914
  drive_above_1_share_pct: 5.62
  syn_to_final_growth_pct: 8.84
clock_tree:
  numCtsBuffers: 9
  post_cts_buffers: 0
  cts_resized: 0
  cts-root-buf: "clkbuf_16"
  cts_tree: "done"
  cts_hold_buf: 0
  cts_max_level: 3
  cts_buffer_depth: 2
  clk_pin_slew_ns: 0.06
grt:
  grt_first_pass_wirelength_um: 621000
  grt_max_degree: 66
  antenna_found_initial: 45
  grt.total_usage_pct: 51.7
  grt-ovfl-total: 0
  grt_pass1_vias: 88540
hold_path:
  hold_class: "in2reg"
  hold_path_depth: 4
  hold_end: "lo[31]"
  holdCritStartpoint: "aluop[4]"
run:
  cap_violations: 0
  warnings: 167
## cell usage in the layout (no fill, tap or decap), types with 36 or more instances in the layout
cell             instances
nand2_1               1655
inv_1                 1216
nor2_1                1108
ha_1                  1042
fa_1                   902
a21oi_1                827
o21ai_0                526
xnor2_1                370
clkdlybuf4s50_1        354
buf_4                  291
a21o_1                 235
nor3_1                 225
nand3_1                208
mux2i_1                197
xor2_1                 196
dlxtn_1                161
o21a_1                 140
a31oi_1                109
or3_1                  102
o211ai_1               100
nand2b_1                94
a211oi_1                92
mux2_2                  85
nor2b_1                 81
nand4_1                 80
o21bai_1                78
o31ai_1                 64
edfxtp_1                64
o21ai_4                 59
nor4_1                  59
a221oi_1                58
a22oi_1                 57
and3_1                  53
or2_2                   44
and2_1                  43
o22ai_1                 36
## per-stage QoR
stage	hold slack [ns]	cell area [um2]	util, %
after floorplan	2.10	86000	-
after global routing	2.41	93600	55.0
after CTS	2.33	93500	55.0
after global placement	2.68	93200	54.8
final	2.35	93600	55.1
after detailed placement	2.70	93200	54.8
## critical path: stages
cell             delay [ns]
buf_2                  0.47
buf_4                  0.40
mux2i_1                0.15
o21ai_2                0.20
buf_4                  0.46
clkdlybuf4s50_1        0.57
## logic make-up (layout without fill, tap and decap cells)
| family | after synthesis | in the layout | synth area share [%] |
|---|---|---|---|
| multiplexers | 309 | 309 | 4.01 |
| AND-OR/OR-AND | 2839 | 2839 | 21.3 |
| AND/OR/NAND/NOR | 3853 | 3853 | 19.6 |
| latches | 161 | 161 | 2.81 |
| other | 0 | 33 | 0 |
| flip-flops | 64 | 64 | 2.23 |
| buffers and inverters | 1862 | 1927 | 8.16 |
| adder cells (fa/ha/maj) | 1944 | 1944 | 36.1 |
| XOR/XNOR | 566 | 566 | 5.76 |
## state kept, by name, summed over array words and instances, names as in the netlist
signal and count:
jump_effective_address 32, branch_output 1, branch_effective_address 32, temp 64
aluOut 32, lo 32, hi 32
## layer usage
layer | GRT usage [%] | vias up | share of wire (%) | routed length (um)
met5 | 7.20 | - | 0.35 | 1540
met4 | 31.5 | 71 | 8.1 | 35300
met3 | 32.2 | 1612 | 18 | 78200
met2 | 67.1 | 7067 | 38 | 166000
met1 | 64.1 | 43196 | 36 | 156000
li1 | - | 39932 | - | -
## final cells by class
type,instances,area [um2]
repair buffers,649,5750
clock inverters,7,101
flip-flops and latches,225,4340
fillers,15050,76400
diodes,33,82.6
clock buffers,9,225
well taps,2218,2780
multi-input cells,9511,75600
inverters,1262,4740
## worst max-delay path by stage
stage	cells after the start	end	from	slack, ns
finish	6	rBOut[1]	do_mx_bypass_b	1.60
global route	6	rBOut[29]	do_mx_bypass_b	1.52
CTS	6	rBOut[29]	do_mx_bypass_b	1.61
